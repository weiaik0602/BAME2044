--- flow/constraint.sdc ---
current_design addSub

set clk_period 6.9
set clk_io_pct 0.2

create_clock -name clk0 -period $clk_period

set non_clock_inputs [all_inputs -no_clocks]
set_input_delay [expr $clk_period * $clk_io_pct] -clock clk0 $non_clock_inputs
set_output_delay [expr $clk_period * $clk_io_pct] -clock clk0 [all_outputs]
--- flow/run.sh ---
#!/bin/bash
# OpenROAD 26Q1-2900-gdf79404cd8, Yosys 0.63+post, stock flow scripts
make -C /OpenROAD-flow-scripts/flow DESIGN_CONFIG=/design/flow/config.mk WORK_HOME=/design/flow/orfs finish
--- flow/config.mk ---
export PLATFORM = sky130hd
export DESIGN_NAME = addSub
export DESIGN_NICKNAME = addSub
export VERILOG_FILES = /design/flow/design.v
export SDC_FILE = /design/flow/constraint.sdc
export NUM_CORES = 4
export LEC_CHECK = 1
export CORE_AREA = 10 10 70 70
export DIE_AREA = 0 0 80 80
--- flow/design.v ---
module addSub(
	input Cin,
	input [7:0]A,M,
	output [7:0]OUT)
	;
	reg [8:0]ans;
	always begin
		if(Cin)
			ans=A-M;
		else
			ans=A+M;
	end
		assign OUT=ans[7:0];		
endmodule
==> flow_metrics.py <==
# Generated from Yosys and OpenROAD reports
metrics = {
    "critical_path": {
        "chain_of_cells_forming_the_critical_path": "clkdlybuf4s50_1 -> inv_1 -> ha_1 -> mux2i_1 -> fa_1 -> a21o_1 -> a21oi_2 -> nor2b_1 -> o311ai_2 -> clkdlybuf4s50_1",
        "worstSetupPathType": "in2out",
        "timing.critical_path.buf_inv": 3,
        "setup.worst_path.start": "M[0]",
        "critPathLaunchType": "primary input",
        "cpMaxStageDelayCell": "sky130_fd_sc_hd__clkdlybuf4s50_1",
        "largest_stage_delay_on_the_critical_path_ns": 0.52,
        "worst_path_dominant_cell_family": "buffers and inverters",
        "cp_data_required_time_ns": 5.52,
        "timing.critical_path.arrival_ns": 3.97,
        "path_common_cell": "sky130_fd_sc_hd__clkdlybuf4s50_1",
        "endpoint_kind": "output pin",
        "critical_path.max_fanout": 3,
    },
    "worst_hold_path": {
        "holdCritStartpoint": "A[0]",
        "timing.hold.worst.class": "in2out",
    },
    "logic_synthesis": {
        "synth-warning-count": 1,
        "ys_seq_share_pct": 0,
        "synth_area_um2": 467,
        "yosys_area_um2": 467,
        "syn_inst": 61,
        "syn_area_per_cell_um2": 7.65,
        "yosys-stat-cells": 61,
        "post_synth_num_cell_types": 23,
    },
    "drt": {
        "initialDrtViolationCount": 14,
        "routed_wirelength_mm": 1.34,
        "vias_per_cell": 3.60,
        "post-route-drc-count": 0,
        "drtAntennaViolNets": 0,
        "antenna-diode-count": 0,
        "drt_first_pass_iters": 4,
        "via_count": 471,
        "wl_per_cell_um": 10.2,
    },
    "cells_and_area": {
        "drive_gt1_share_pct": 5.88,
        "seqCellArea_um2": 0,
        "layout.cells.most_common_list": "25 x sky130_fd_sc_hd__clkdlybuf4s50_1, 10 x sky130_fd_sc_hd__xnor2_1, 9 x sky130_fd_sc_hd__inv_1, 8 x sky130_fd_sc_hd__ha_1, 5 x sky130_fd_sc_hd__nor2_1",
        "syn_to_final_growth_pct": 65.1,
        "fin_area_um2": 771,
        "nClkBuffers": 0,
        "nFlopsAndLatches": 0,
        "filler_cell_count": 403,
        "layout_top_cell": "sky130_fd_sc_hd__clkdlybuf4s50_1",
    },
    "timing": {
        "totalNegativeSetupSlack_ns": 0,
        "headroom_to_the_max_slew_limit_pct": 79.4,
        "rsz0062_at_grt": "no",
        "fmaxAchievable_mhz": 187,
        "min_period_ns": 5.35,
        "worst_hold_slack_ns": 3.75,
        "final.period_utilization_pct": 77.5,
        "timing_worst_slew_pin_value_ns": 0.309,
        "slew_viol_final": 0,
        "setup_violations": 0,
        "timing_hold_violations_final": 0,
    },
    "run": {
        "max_cap_violations": 0,
        "openroad.warnings": 32,
    },
    "floorplanning": {
        "core_area_mm2": 0.00342,
        "dieArea_mm2": 0.00640,
        "die_outline_width_um": 80,
        "floorplan.core_util_pct": 13.7,
        "top_level_ports": 25,
        "std_cell_rows": 21,
        "fp.dieH_um": 80,
    },
    "pwr": {
        "peakVddDrop_mv": 0.0332,
        "power.density_cell_area_mw_per_mm2": 111,
        "finalPower_uw": 85.9,
        "p_leak_uw": 0.000311,
    },
    "place": {
        "dpl.hpwl_mm": 1.21,
        "routabilityCongestion": 0.732,
        "buffer_ports.inserted": 25,
        "placed_area_um2": 771,
    },
    "grt": {
        "first_global_vias": 500,
        "grt_max_degree": 8,
        "grt_pass1_wl_mm": 2.19,
        "grt_use_total_pct": 4.09,
        "initial_antenna_violation_count": 0,
        "grt_overflow_total": 0,
    },
    "clock_tree": {
        "cts_resized": 0,
        "post_cts_buffers": 0,
        "post_cts_hold_buffer_count": 0,
    },
    "outcome": {
        "run_status": "complete, no violations",
    },
}
per-layer routing:
| metal | vias to the layer above | global-route usage (%) | routed length [um] |
|---|---|---|---|
| met1 | 194 | 5.82 | 663 |
| met3 | 0 | 1.70 | 129 |
| met5 | - | 0 | 0 |
| met2 | 16 | 5.94 | 545 |
| li1 | 261 | - | - |
| met4 | 0 | 0 | 0 |
cells in the mapped netlist (all sizes together), types with 2 or more instances:
cell	count	share of area, %
xnor2	10	19
inv	9	7.2
ha	8	21
nor2	5	4.0
a21oi	4	5.1
a31oi	4	5.4
nor2b	3	4.0
nor3	3	5.4
nand3b	2	3.2
xor2	2	3.8
worst min-delay path, stage by stage:
cell and delay, ns:
sky130_fd_sc_hd__clkdlybuf4s50_1 0.39, sky130_fd_sc_hd__inv_1 0.06, sky130_fd_sc_hd__ha_1 0.12, sky130_fd_sc_hd__inv_1 0.03, sky130_fd_sc_hd__clkdlybuf4s50_1 0.39
cell families (layout without fill, tap and decap cells):
logic type / count (synthesis) / in the layout / share of synthesized area (%)
compound gates: 13 / 13 / 20.9
xor+xnor: 12 / 12 / 22.5
fa+ha+maj: 9 / 9 / 25.7
buf+inv: 10 / 34 / 8.04
mux: 1 / 1 / 2.14
simple gates: 16 / 16 / 20.6
report_power, final:
group	internal, uW	total, uW	leakage [uW]	switching [uW]
registers	0	0	0	0
logic	55.0	85.9	0.000311	30.9
clock network	0	0	0	0
total	55.0	85.9	0.000311	30.9
layout make-up:
class,instances,area (um^2),area share (%)
Multi-Input combinational cell,51,429,55.7
Inverter,9,33.8,4.38
Timing Repair Buffer,25,250,32.5
Tap cell,46,57.6,7.47
stage by stage:
stage | util, % | cells | setup slack [ns]
CTS | 22.6 | 131 | 1.51
detailed placement | 22.6 | 131 | 1.52
global placement | 22.6 | 131 | 1.54
finish | 22.6 | 131 | 1.55
global route | 22.6 | 131 | 1.26
floorplan | - | 61 | 2.73
worst paths after layout:
check	slack (ns)	endpoint	cells after the start
max	1.55	OUT[6]	10
min	3.75	OUT[0]	5
Power and IR drop assume default switching activity.

==> flow/run.sh <==
#!/bin/bash
# OpenROAD 26Q1-2900-gdf79404cd8, Yosys 0.63+post, stock flow scripts
make -C /OpenROAD-flow-scripts/flow DESIGN_CONFIG=/design/flow/config.mk WORK_HOME=/design/flow/orfs finish
==> flow/config.mk <==
export PLATFORM = sky130hd
export DESIGN_NAME = decoder
export DESIGN_NICKNAME = decoder
export VERILOG_FILES = /design/flow/design.v
export SDC_FILE = /design/flow/constraint.sdc
export NUM_CORES = 4
export LEC_CHECK = 1
export CORE_AREA = 10 10 70 70
export DIE_AREA = 0 0 80 80
==> flow/constraint.sdc <==
current_design decoder

set clk_period 1.1
set clk_io_pct 0.2

create_clock -name clk0 -period $clk_period

set non_clock_inputs [all_inputs -no_clocks]
set_input_delay [expr $clk_period * $clk_io_pct] -clock clk0 $non_clock_inputs
set_output_delay [expr $clk_period * $clk_io_pct] -clock clk0 [all_outputs]
==> flow/design.v <==
module decoder(
	input [3:0]in,
	output reg [6:0]out
	);
	reg [6:0]temp;
	always @(in) begin
	case(in)
		4'b0000:temp=7'b1000000;
		4'b0001:temp=7'b1111001;
		4'b0010:temp=7'b0100100;
		4'b0011:temp=7'b0110000;
		4'b0100:temp=7'b0011001;
		4'b0101:temp=7'b0010010;
		4'b0110:temp=7'b0000010;
		4'b0111:temp=7'b1111000;
		4'b1000:temp=7'b0000000;
		4'b1001:temp=7'b0011000;
		default:temp=7'b1111111;
		endcase
		out=temp;
		end
		endmodule
==> flow_summary_export.csv <==
group,metric,value,unit
route,drc,0,
final_timing,fmax,860,MHz
floorplanning,num_rows,21,
critical_path,required,880,ps
placed_design,gp_congestion,0.866,
power,power,0.000226,W
placed_design,place_inst,96,
status,violations,"negative setup slack",
global_route,antenna_found_initial,0,
route,via_per_inst,3.22,
route,drtAntennaViolNets,0,
status,status,"complete, but fails checks",
final_layout,syn_to_final_growth,161,%
flow_run,cap_violations,0,
global_route,grt_first_pass_wirelength,1550,microns
placed_design,hpwlAfterDp,606,microns
power,peakVddDrop,0.0668,mV
global_route,grt.total_usage,2.77,%
final_layout,clock_buffers,0,
critical_path,crit_start,"in[1]",
final_layout,post-route-util,18.5,%
critical_path,cpPeakStageDelay,170,ps
final_timing,fin_tns_setup,-225,ps
logic_synthesis,synth_area_per_cell,7.10,sq um
critical_path,end_kind,"primary output",
power,p_per_area,358,nW/um^2
clock_network,cts-hold-fix-buffers,0,
logic_synthesis,yosys_area,241,sq um
final_timing,finalCriticalPeriod,1160,ps
logic_synthesis,synthCells,34,
logic_synthesis,syn-cell-area,241,sq um
floorplanning,core-area,3420,sq um
final_timing,hold_viol,0,
critical_path,critPathKind,"in2out",
global_route,grt_max_degree,12,
logic_synthesis,synth_warnings,1,
floorplanning,initial_core_util,7.07,%
logic_synthesis,ys_cells,34,
critical_path,cpMaxStageDelayCell,"nor3b_4",
critical_path,critPathLaunchType,"input port",
final_timing,maxSlewViolCount,0,
logic_synthesis,synth_cell_type_count,14,
route,antenna-diode-count,0,
floorplanning,io_pins,11,
route,routedWlPerCell,9.43,microns
min_path,hold_path_class,"in2out",
final_timing,rsz0062_at_grt,"true",
floorplanning,die_h,80,microns
logic_synthesis,ys_seq_share,0,%
critical_path,crit_path_end,"out[6]",
critical_path,cp_data_arrival_time,940,ps
final_timing,slew_headroom,82.5,%
final_timing,tightest_slew,263,ps
route,drtIter0Drc,24,
final_timing,finalCritPeriodShare,106,%
critical_path,crit_chain,"buf_8, buf_6, ha_4, nor3b_4, nor2_1, buf_2",
placed_design,io_buffers,11,
final_timing,fin_ws,-63.0,ps
global_route,gr-total-overflow,0,
final_timing,setup_viol,5,
critical_path,cp_max_fo,5,
final_layout,drive_above_1_share,88.1,%
final_layout,instances_no_fill,105,
floorplanning,die_area,6400,sq um
final_layout,register_area,0,sq um
global_route,grt_pass1_vias,332,
final_layout,design.seq.count,0,
route,dr_total_vias,338,
flow_run,warnings,38,
floorplanning,die_width,80,microns
power,p_leak,0.259,nW
route,drt_first_pass_iters,2,
route,wl,990,microns
==> through the flow <==
step	cell area, sq um	hold slack, ps	worst slack (ps)
final	631	773	-63.0
after global placement	445	1610	-889
after detailed placement	445	1600	-883
after floorplan	241	519	122
after CTS	559	842	-107
after global routing	631	815	-97.5
==> critical path, delay by kind of cell <==
| family | cells | cell delay, ps |
|---|---|---|
| simple gates | 2 | 230 |
| buf+inv | 3 | 340 |
| fa+ha+maj | 1 | 160 |
==> kinds of logic (layout without fill, tap and decap cells) <==
| family | count (synthesis) | count (layout) | synth area share, % |
|---|---|---|---|
| buf+inv | 5 | 30 | 11.4 |
| simple gates | 11 | 11 | 28.0 |
| compound gates | 13 | 13 | 34.7 |
| fa+ha+maj | 5 | 5 | 25.9 |
==> routing by layer <==
layer  vias to the layer above  wire length [microns]  GRT usage (%)
met5                         -                      0              0
met4                         0                      0              0
met3                         0                     70          0.455
met2                         7                    494           4.57
met1                       163                    424           3.89
li1                        168                      -              -
==> area by class of cell <==
| class | instances | area (sq um) |
|---|---|---|
| Inverter | 3 | 21.3 |
| Multi-Input combinational cell | 29 | 332 |
| Fill cell | 368 | 2790 |
| Tap cell | 46 | 57.6 |
| Timing Repair Buffer | 27 | 220 |
==> how the worst min path moves through the flow <==
stage	from	end	slack (ps)	cells past startpoint
CTS	in[2]	out[2]	840	3
global route	in[3]	out[5]	810	4
finish	in[3]	out[5]	770	4
==> power breakdown <==
part,leakage (nW),internal [W],switching (W)
combinational,0.259,0.000128,0.0000981
clock,0,0,0
sequential,0,0,0
total,0.259,0.000128,0.0000981
==> placed cells by master (no fill, tap or decap) <==
cell,synthesis,layout
o21ai_4,0,1
nand2b_4,0,3
o21ai_2,5,7
nor2_1,4,3
nand2b_1,2,1
buf_6,1,6
a21oi_1,3,1
nor3b_4,0,1
ha_4,0,5
inv_8,0,1
nand2_2,1,2
nor2_2,0,1
buf_2,1,8
buf_4,0,11
buf_8,0,2
o21ai_1,4,2
a21oi_2,0,2
inv_2,0,1
inv_4,0,1
==> synth_stat cells <==
cell type  number  area [sq um]
a21oi_1         3          15.0
buf_2           1          5.00
buf_6           1          11.3
ha_1            5          62.6
inv_1           3          11.3
nand2_1         1          3.75
nand2_2         1          6.26
nand2b_1        2          12.5
nand2b_2        2          17.5
nor2_1          4          15.0
nor3b_2         1          12.5
o21ai_0         1          5.00
o21ai_1         4          20.0
o21ai_2         5          43.8
==> timing repair <==
item / 4_1_cts / 5_1_grt
endpoints found under the hold margin: 0 / 0
buffers inserted: 10 / 0
resized: 60 / 18
pin swaps: 13 / 12
setup endpoints to repair: 7 / 7
Power and IR drop assume default switching activity.

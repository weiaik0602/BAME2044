==> flow/design.v <==
module Integrate(
input clock,
input reset,enter,
input [7:0]Nin,
output halt,
output [7:0]Nout,
output [2:0]IR75out,
output [3:0]StateNoout
);
wire clkout;
wire IRload,JMPmux,PCload,Meminst,MemWr;
wire [1:0]Asel;
wire Aload,Sub;
wire  Aeq0,Apos;
wire [2:0]IR75;
wire [3:0]StateNo;
wire [4:0]meminst;
wire [7:0]da70,q70,ir70;
wire [4:0]pc40,a70;
lab4B_p2 SC(2'b01,clock,~reset,clkout);
lab_cu CU(clkout,reset,enter,Aeq0,Apos,IR75,IRload,JMPmux,PCload,Meminst,MemWr,Asel,Aload,Sub,halt,StateNo);
lab_dp_pro DP(clkout,reset,Nin,IRload,JMPmux,PCload,Meminst,MemWr,Asel,Aload,Sub,Aeq0,Apos,IR75,Nout,meminst,da70,q70,ir70,pc40,a70);
assign IR75out=IR75;
assign StateNoout=StateNo;
endmodule
module ModuleReg(clock,load,clear,IN,OUT);
  parameter size =8;
	input clock;
	input load,clear;
	input [size-1:0]IN;
	output reg[size-1:0]OUT;
	always@(posedge clock,negedge clear)
	if(~clear)
		OUT<=0;
	else
		if(load)
			OUT<=IN;
		else
			OUT<=OUT;
endmodule
module RamReg(
	input clock,
	input [4:0]address,
	input WE,
	input [7:0]D,
	output reg[7:0]Q);
	reg [7:0]RAM[31:0];
	reg [4:0]wAdderss;
	reg [7:0]QReg;
	always@(posedge clock)begin
	RAM[0]=8'b10000000;
	RAM[1]=8'b01111111;
	RAM[2]=8'b10100100;
	RAM[3]=8'b11000001;
	RAM[4]=8'b11111111;
	RAM[31]=8'b00000001;
	if(!WE)begin
		Q<=RAM[address];
		end
	else begin
		RAM[address]<=D;
		end
	end
endmodule
module lab4B_p2(
input [1:0]s,
input clk,reset,
	output reg Q
);
integer counter;
integer temp;
always @(s)begin
	case({s})
			2'b00:temp<=50000000;
			2'b01:temp<=10000000;             
			2'b10:temp<=110000000;
			2'b11:temp<=5000000;
	endcase
	end
always @(posedge reset or posedge clk) begin
	if(reset==1)
	begin
	Q<=0;	
	counter<=0;
	end
	else begin
		if(counter<=temp)
			counter<=counter+1;
		else
			begin
			counter<=0;
			Q<=~Q;
			end
      end
end
endmodule
module lab_cu(
 input clock,
 input reset,enter,Aeq0,Apos,
 input [2:0]IR,
 output reg IRload,JMPmux,PCload,Meminst,MemWr,
 output reg [1:0]Asel,
 output reg Aload,Sub,Halt,
 output  [3:0]StateNo
 );
reg [3:0]state,n_state;
reg [9:0]temp;
wire clkoutput;
parameter S0=4'b0000,S1=4'b0001,S2=4'b0010,S3=4'b1000,S4=4'b1001,S5=4'b1010,S6=4'b1011,S7=4'b1100,S8=4'b1101,S9=4'b1110,S10=4'b1111;
always @ (posedge clock, negedge reset) begin
	if(reset==0) 
		state<=S0;
	else
		state<=n_state;
	end
always@(state,enter)
	case(state)
	S0:begin
		{IRload,JMPmux,PCload,Meminst,MemWr,Asel,Aload,Sub,Halt}=10'b0000000000;
		n_state=S1;
		end
	S1:begin
		{IRload,JMPmux,PCload,Meminst,MemWr,Asel,Aload,Sub,Halt}=10'b1010000000;
		n_state=S2;
		end
	S2:begin
		{IRload,JMPmux,PCload,Meminst,MemWr,Asel,Aload,Sub,Halt}=10'b0001000000;
		case(IR)
		3'b000:n_state=S3;
		3'b001:n_state=S4;
		3'b010:n_state=S5;
		3'b011:n_state=S6;
		3'b100:n_state=S7;
		3'b101:n_state=S8;
		3'b110:n_state=S9;
		3'b111:n_state=S10;
		endcase
		end
	S3:begin
		{IRload,JMPmux,PCload,Meminst,MemWr,Asel,Aload,Sub,Halt}=10'b0000010100;
		n_state=S0;
		end
	S4:begin
		{IRload,JMPmux,PCload,Meminst,MemWr,Asel,Aload,Sub,Halt}=10'b0001100000;
		n_state=S0;
		end
	S5:begin
		{IRload,JMPmux,PCload,Meminst,MemWr,Asel,Aload,Sub,Halt}=10'b0000000100;
		n_state=S0;
		end
	S6:begin
		{IRload,JMPmux,PCload,Meminst,MemWr,Asel,Aload,Sub,Halt}=10'b0000000110;
		n_state=S0;
		end
	S7:begin
		{IRload,JMPmux,PCload,Meminst,MemWr,Asel,Aload,Sub,Halt}=10'b0000001100;
		if(enter==1)
			n_state=S0;
		else
			n_state=S7;
		end
	S8:begin
		if(Aeq0==0)
		{IRload,JMPmux,PCload,Meminst,MemWr,Asel,Aload,Sub,Halt}=10'b0100000000;
		else
		{IRload,JMPmux,PCload,Meminst,MemWr,Asel,Aload,Sub,Halt}=10'b0110000000;
		n_state=S0;
		end
	S9:begin
		if(Apos==0)
		{IRload,JMPmux,PCload,Meminst,MemWr,Asel,Aload,Sub,Halt}=10'b0100000000;
		else
		{IRload,JMPmux,PCload,Meminst,MemWr,Asel,Aload,Sub,Halt}=10'b0110000000;
		n_state=S0;
		end
	S10:begin
		{IRload,JMPmux,PCload,Meminst,MemWr,Asel,Aload,Sub,Halt}=10'b0000000001;
		n_state=S10;
		end
	default:n_state=S0;
	endcase
 assign StateNo=state;
endmodule
module lab_dp_pro(
input clock,
input reset,
input [7:0]Input,
input IRload,JMPmux,PCload,Meminst,MemWr,
input [1:0]Asel,
input Aload,Sub,
output  Aeq0,Apos,
output [2:0]IR75,
output [7:0]OUT,
output [4:0]meminst,
output [7:0]da70,q70,ir70,
output [4:0]pc40,a70
);
wire [4:0]PC40;
wire [7:0]A70,IR70,Q70;
wire [7:0]addSubOUT,XOROUT;
reg [7:0]DA70;
reg [4:0]address;
reg [4:0]JMPm,Memm;
reg [7:0]Aselm,DIR,SubData;
ModuleReg #(8)IRregister(clock,IRload,reset,DIR,IR70);
ModuleReg #(5)PCregister(clock,PCload,reset,JMPm,PC40);
ModuleReg #(8)Aregister(clock,Aload,reset,DA70,A70);
RamReg RAM(clock,address,MemWr,A70,Q70);
always@* begin
	if(Meminst)
		address=IR70[4:0];
	else
		address=PC40;
	if(JMPmux)
		JMPm=IR70[4:0];
	else
		JMPm=PC40+1;
	if(Sub)
		SubData=A70-Q70;
	else
		SubData=A70+Q70;
	DIR=Q70;
	end
always@(Asel,SubData,Input,Q70)begin
	case(Asel)
	0:DA70=SubData;
	1:DA70=Input;
	2:DA70=Q70;
	default:DA70=0;
	endcase
	end
	assign Aeq0=~(|A70);
	assign Apos=~(A70>>7);  
	assign OUT=A70;
	assign IR75=IR70[7:5];
	assign meminst=address;
	assign da70=DA70;
	assign q70=Q70;
	assign ir70=IR70;
  assign pc40=PC40;
  assign a70=A70;
	endmodule
==> flow/run.sh <==
#!/bin/bash
# OpenROAD 26Q1-2900-gdf79404cd8, Yosys 0.63+post, stock flow scripts
make -C /OpenROAD-flow-scripts/flow DESIGN_CONFIG=/design/flow/config.mk WORK_HOME=/design/flow/orfs finish
==> flow/config.mk <==
export PLATFORM = sky130hd
export DESIGN_NAME = Integrate
export DESIGN_NICKNAME = Integrate
export VERILOG_FILES = /design/flow/design.v
export SDC_FILE = /design/flow/constraint.sdc
export NUM_CORES = 4
export LEC_CHECK = 1
export CORE_UTILIZATION = 30
==> flow/constraint.sdc <==
current_design Integrate

set clk_period 6.8
set clk_io_pct 0.2

create_clock -name clk0 -period $clk_period [get_ports {clock}]

set non_clock_inputs [all_inputs -no_clocks]
set_input_delay [expr $clk_period * $clk_io_pct] -clock clk0 $non_clock_inputs
set_output_delay [expr $clk_period * $clk_io_pct] -clock clk0 [all_outputs]
==> notes.md <==
impl run done, here's what came out: drt total wl=~29 mm, Clock Skew=a little under 6 ps, average cell area after synthesis=roughly 14 µm², FP Util=0.3054, critical setup path kind=reg -> reg, Final setup violation count=0, first-pass GRT wire length=approximately 45 mm, fin. max-slew vios=0, Ports=27, Latency at later pin=around 270 ps, drt pass-1 iters=5, crit path time final=2223 ps, routed vias/inst=approximately 5.2, synthesized instance count=slightly below 900, FILL cells=between 3000 and 4000, worst hold start=SC.counter[0], EDFF count, synth=216, vias in the first global route=approximately 7400, Vias=~7300, max cap viols=0, pin count of the biggest net entering global routing=between 100 and 150, TNS Setup=0 ps, Highest Clock Rate=roughly 450 MHz, Synth flops=284, Final Cycle Share=0.3269, Die Span X=203.6 µm, Ys Warns=7, crit path DAT=2420 ps, slew margin rel.=0.4373, cell row count=approximately 73, register pins left without a clock=between 200 and 300, Num CTS Buffers=5, Pleak=about 4.4 nW, RSZ-0062 raised after global routing=false, Post-Route Utilization=0.3307, Total Routing Usage GR=0.1507, clk root buf=clkbuf_16, gr ovfl total=0, IO Port Bufs=26, FF-to-FF End=SC.Q, Reg2Reg Setup Slack=around 4600 ps, cts repair resizes=0, Cell variety after synth=~80, height of the die=between 200 and 250 µm, Detail Placement HPWL=a little over 20 mm, worst hold path type=reg -> reg, worst hold margin=a little over 500 ps, hold path endpoint=SC.counter[0], worst r2r path cells=7, cells in synth_stat.txt=slightly below 900, Logic cell area=3815 µm², hold path cells=1, endpoints left unconstrained=slightly below 500, Critical Path End Type=flop, setup bufs post-CTS=0, H-tree depth=2, routability congestion estimate=about 0.87, CP Max Fanout=21, antenna violations before repair=0, post-DR wirelength/cell=slightly above 20 µm, number of logged tool warnings=28, mapped cell area=12190 µm², status=complete, no violations, Core Region=39910 µm², async set or reset register ratio after synthesis=0.2042, layout cell share with drive strength beyond 1=0.09751, Synth Flop Type=edfxtp_1, Worst-Margin Slew=844.1 ps, # diodes=0, hold buffers post-CTS=0, initial drt markers=~510, CP required=about 7000 ps, DRC violations left=0, reg2reg start=SC.counter[8], Area growth, synth to finish=8.282%, Longest Clk Path Bufs=2, yosys stat area=between 10000 and 15000 µm², Max rail drop VDD=0.07040 mV, Worst Setup Start Kind=flop, Flop area=approximately 8100 µm², die area=around 41000 µm², CTS tree=yes, Power Density=~33 nW/µm², Worst-path clk slew=50 ps, Routed Antenna Nets=0, Final Hold Viols=0
## cell families after synthesis
group,Yosys count,synth area share
xor+xnor,42,0.03017
flops,274,0.6511
fa+ha+maj,12,0.01293
simple gates,262,0.1258
compound gates,191,0.1300
mux,14,0.01242
latches,10,0.01231
buf+inv,63,0.02525
## power by group
part,leakage (nW),switching (W),internal (W)
Combinational,1.57,0.00000748,0.00000515
Clock,0.0799,0.0000768,0.000155
Sequential,2.74,0,0.000196
## layer usage
metal	wire length, µm	vias to the layer above	global-route usage
met5	0	-	0
met4	204	0	0.01047
met3	3972	13	0.09518
met2	12840	317	0.2193
met1	12120	3573	0.2050
li1	-	3388	-
## synth_stat cells, drive strengths merged, types with 3 or more instances
library cell | number | share of area
nand4 | 21 | 0.012
inv | 26 | 0.0080
mux2 | 9 | 0.0083
dfrtp | 58 | 0.12
or4b | 3 | 0.0025
clkbuf | 15 | 0.0047
nand2b | 7 | 0.0036
o32ai | 3 | 0.0052
nand4b | 5 | 0.0064
ha | 11 | 0.011
a31oi | 13 | 0.0067
a21oi | 22 | 0.011
nor3 | 17 | 0.0074
a221oi | 15 | 0.012
buf | 22 | 0.013
edfxtp | 216 | 0.53
nor4 | 7 | 0.0041
or4 | 6 | 0.0040
or3b | 3 | 0.0022
nor2 | 72 | 0.022
mux2i | 5 | 0.0041
and3 | 10 | 0.0051
nand3b | 5 | 0.0054
a22o | 17 | 0.012
nand3 | 28 | 0.011
nor2b | 4 | 0.0027
o21ai | 18 | 0.0074
xnor2 | 31 | 0.022
or3 | 6 | 0.0035
xor2 | 11 | 0.0079
nand2 | 26 | 0.0080
a22oi | 77 | 0.056
dlxtn | 10 | 0.012
or4bb | 4 | 0.0040
and2 | 29 | 0.015
a222oi | 10 | 0.0082
## sequential cells by signal, indices dropped and copies added, names as in the netlist
name,cells
DP.RAM.RAM,208
SC.counter,32
DP.Aregister.OUT,8
DP.IRregister.OUT,8
DP.RAM.Q,8
DP.PCregister.OUT,5
CU.state,4
CU.Asel,2
CU.Aload,1
CU.Halt,1
CU.IRload,1
CU.JMPmux,1
CU.MemWr,1
CU.Meminst,1
CU.PCload,1
CU.Sub,1
SC.Q,1
## per-stage QoR
step                instances  setup slack (ps)  cell area, µm²  total power (W)
finish                   1407              4577           13200        0.0004406
global route             1407              4415           13200        0.0004583
CTS                      1407              4558           13200        0.0004473
detailed placement       1399              4583           13040        0.0002131
global placement         1399              4626           13040        0.0002131
floorplan                 868              3427           12190        0.0002001
## cell type report
class | instances | area share
flip-flops and latches | 284 | 0.6129
clock inverters | 1 | 0.0003791
repair buffers | 43 | 0.02900
multi-input cells | 521 | 0.2890
clock buffers | 7 | 0.01156
well taps | 525 | 0.04976
inverters | 26 | 0.007393
## worst max-delay path by stage
stage / slack (ps) / start / depth (start not counted) / endpoint
4_1_cts: 4560 / SC.counter[8] / 7 / SC.Q
5_1_grt: 4410 / SC.counter[9] / 7 / SC.Q
6_report: 4580 / SC.counter[8] / 7 / SC.Q
## cells in the final DEF, fill, tap and decap left out, types with 7 or more instances in the layout
master / instances
nand2_1: 26
a21oi_1: 16
ha_1: 11
a222oi_1: 10
o21ai_0: 18
xnor2_1: 31
buf_4: 17
clkdlybuf4s50_1: 25
inv_1: 26
nand3_1: 28
dfrtp_1: 57
and3_1: 10
nand2b_1: 7
dlxtn_1: 10
edfxtp_1: 216
a31oi_1: 13
nor3_1: 16
mux2_2: 9
a22oi_2: 17
nor2_1: 72
a221oi_1: 13
a22oi_1: 59
xor2_1: 11
nand4_1: 19
and2_1: 28
a22o_1: 17
## critical path, stage by stage, from the launching register on
cell and delay (ps):
dfrtp_1 440, nor4bb_1 310, nand3_1 120, a41oi_1 190
nor4_1 100, o32ai_4 460, buf_4 350, xor2_1 160
Power and IR drop assume default switching activity.
